### /design/flow/config.mk
export PLATFORM = sky130hd
export DESIGN_NAME = bitserial_multiplier
export DESIGN_NICKNAME = bitserial_multiplier
export VERILOG_FILES = /design/flow/design.v
export SDC_FILE = /design/flow/constraint.sdc
export NUM_CORES = 4
export LEC_CHECK = 1
export CORE_UTILIZATION = 30
export SYNTH_HDL_FRONTEND = slang
### /design/flow/constraint.sdc
current_design bitserial_multiplier

set clk_period 13.3
set clk_io_pct 0.2

create_clock -name clk0 -period $clk_period [get_ports {clk}]

set non_clock_inputs [all_inputs -no_clocks]
set_input_delay [expr $clk_period * $clk_io_pct] -clock clk0 $non_clock_inputs
set_output_delay [expr $clk_period * $clk_io_pct] -clock clk0 [all_outputs]
### /design/flow/design.v
`timescale 1ns/1ps
module A_bram #(parameter N=2, W=16) (
    input clk, input reset,
    input [N*N-1:0] read_addr,
    input read_en,
    output reg signed [W-1:0] dout
);
    reg signed [W-1:0] mem [0:N*N-1];
    wire [N*N-1:0] safe_addr = (read_addr < N*N) ? read_addr : 0; 
    initial begin
        integer i;
        for (i=0; i<N*N; i=i+1) mem[i]=0;
    end 
    always @(posedge clk) begin
        if (reset) dout<=0;
        else if (read_en) dout<=mem[safe_addr];
        else dout<=0;
    end 
    reg write_en_i;
    reg [31:0] write_addr_i;
    reg signed [W-1:0] write_data_i;
    always @(posedge clk) begin
        if (write_en_i && write_addr_i < N*N)
            mem[write_addr_i] <= write_data_i;
    end 
    task write_mem(input integer addr, input signed [W-1:0] data);
        begin
            write_addr_i = addr;
            write_data_i = data;
            write_en_i = 1;
            @(posedge clk);
            write_en_i = 0;
        end
    endtask
endmodule
module B_bram #(parameter N=2, W=16) (
    input clk, input reset,
    input [N*N-1:0] read_addr,
    input read_en,
    output reg signed [W-1:0] dout
);
    reg signed [W-1:0] mem [0:N*N-1];
    wire [N*N-1:0] safe_addr = (read_addr < N*N) ? read_addr : 0; 
    initial begin
        integer i;
        for (i=0; i<N*N; i=i+1) mem[i]=0;
    end 
    always @(posedge clk) begin
        if (reset) dout<=0;
        else if (read_en) dout<=mem[safe_addr];
        else dout<=0;
    end 
    reg write_en_i;
    reg [N*N-1:0] write_addr_i;
    reg signed [W-1:0] write_data_i; 
    always @(posedge clk) begin
        if (write_en_i && write_addr_i < N*N)
            mem[write_addr_i] <= write_data_i;
    end 
    task write_mem(input integer addr, input signed [W-1:0] data);
        begin
            write_addr_i = addr;
            write_data_i = data;
            write_en_i = 1;
            @(posedge clk);
            write_en_i = 0;
        end
    endtask
endmodule
module C_bram #(parameter N=2, W=16) (
    input clk, input reset,
    input [N*N-1:0] write_addr,
    input write_en,
    input signed [2*W-1:0] din
);
    reg signed [2*W-1:0] mem [0:N*N-1];
    wire [N*N-11:0] safe_addr = (write_addr < N*N) ? write_addr : 0; 
    initial begin
        integer i;
        for (i=0; i<N*N; i=i+1) mem[i]=0;
    end 
    always @(posedge clk) begin
        if (write_en)
            mem[safe_addr] <= din;
    end 
    task read_mem(input integer addr, output signed [2*W-1:0] data_out);
        begin
            if (addr < N*N) data_out = mem[addr];
            else data_out = 0;
        end
    endtask
endmodule
module tile_sparsity #(parameter N=2, W=16)(
    input clk, input reset,
    input detect_start,
    input detect_valid,
    input signed [W-1:0] detect_din,
    output reg detect_done,
    output reg [1:0] sparsity_level,
    output reg [N*N:0] nonzero_count
);
    reg [N*N:0] zero_count;
    reg [N*N:0] elem_count;
    reg active; 
    wire [N*N:0] current_zero_count = (active && detect_valid && detect_din == 0) ? 
                                      (zero_count + 1) : zero_count; 
    always @(posedge clk or posedge reset) begin
        if (reset) begin
            zero_count <= 0;
            elem_count <= 0;
            sparsity_level <= 2'b00;
            nonzero_count <= 0;
            detect_done <= 0;
            active <= 0;
        end else begin
            detect_done <= 0;
            if (detect_start) begin
                zero_count <= 0;
                elem_count <= 0;
                active <= 1;
            end
            if (active && detect_valid) begin
                if (detect_din == 0)
                    zero_count <= zero_count + 1;
                if (elem_count == N-1) begin
                    active <= 0;
                    detect_done <= 1;
                    nonzero_count <= N - current_zero_count;  
                    if ((N - current_zero_count)*100 < 30*N)
                        sparsity_level <= 2'b00;   
                    else if ((N - current_zero_count)*100 >= 70*N)
                        sparsity_level <= 2'b10;   
                    else
                        sparsity_level <= 2'b01;   
                    elem_count <= 0;
                end else begin
                    elem_count <= elem_count + 1;
                end
            end
        end
    end
endmodule
module precision_reg (
    input clk, input reset,
    input [1:0] host_precision,
    output reg [1:0] precision_mode
);
    always @(posedge clk or posedge reset) begin
        if (reset)
            precision_mode <= 2'b00;
        else
            precision_mode <= host_precision;
    end
endmodule
module multiplier_selector_fsm(
    input clk, input reset,
    input start_select,
    input [1:0] sparsity_level,
    input [1:0] precision_mode,
    output reg [1:0] sel
);
    reg [1:0] prev_sel;
 always @(posedge clk or posedge reset) begin
        if (reset) begin
            sel <= 2'b00;
            prev_sel <= 2'b00;
        end else if (start_select) begin
            $display("[%t] MultiplierSelectorFSM: sparsity=%b, precision=%b",
                     $time, sparsity_level, precision_mode); 
            if ((sparsity_level == 2'b10) && (precision_mode == 2'b10))
                sel <= 2'b00;   
            else if ((sparsity_level == 2'b00) && (precision_mode == 2'b00))
                sel <= 2'b10;   
            else if ((sparsity_level == 2'b01) && (precision_mode == 2'b01))
                sel <= 2'b01;   
            else
                sel <= 2'b00;   
            $display("[%t] MultiplierSelectorFSM: selected multiplier=%b",
                     $time, sel);
            prev_sel <= sel;
        end
    end
endmodule
module dsp_wrapper_if #(parameter W=16) (
    input clk, input reset,
    input start_dsp,
    input signed [W-1:0] A,
    input signed [W-1:0] B,
    output reg signed [2*W-1:0] P_dsp,
    output reg done_dsp
);
    reg active;
    reg signed [2*W-1:0] result_reg; 
    always @(posedge clk or posedge reset) begin
        if (reset) begin
            P_dsp <= 0;
            done_dsp<= 0;
            active <= 0;
        end else begin
            done_dsp <= 0;
            if (start_dsp && !active) begin
                result_reg <= A * B;
                active <= 1;
            end else if (active) begin
                P_dsp <= result_reg;
                done_dsp <= 1;
                active <= 0;
            end
        end
    end
endmodule
module booth_multiplier_seq #(parameter W = 16) (
    input clk,
    input reset,
    input start_booth,
    input signed [W-1:0] A,
    input signed [W-1:0] B,
    output reg signed [2*W-1:0] P_booth,
    output reg done_booth
);
    reg signed [2*W-1:0] AQ; reg Q_neg; reg signed [W-1:0] M;
    reg [5:0] count;
    reg busy;
    reg signed [2*W-1:0] AQ_temp; 
    always @(posedge clk) begin
        if (reset) begin
            AQ         <= 0;
            Q_neg      <= 0;
            M          <= 0;
            P_booth    <= 0;
            done_booth <= 0;
            count      <= 0;
            busy       <= 0;
        end else begin
            done_booth <= 0; 
            if (start_booth && !busy) begin
                M      <= A;
                AQ     <= {16'b0, B};       
                Q_neg  <= 1'b0;
                count  <= 0;
                busy   <= 1;
            end else if (busy) begin
                case ({AQ[0], Q_neg})
                    2'b01: AQ_temp = {AQ[2*W-1:W] + {{1{M[W-1]}}, M}, AQ[W-1:0]};
                    2'b10: AQ_temp = {AQ[2*W-1:W] - {{1{M[W-1]}}, M}, AQ[W-1:0]};
                    default: AQ_temp = AQ;
                endcase 
                Q_neg  <= AQ_temp[0];
                AQ     <= {AQ_temp[2*W-1], AQ_temp[2*W-1:1]}; 
                count <= count + 1; 
                if (count == W-1) begin
                    P_booth    <= {AQ_temp[2*W-1:W], AQ_temp[W-1:1]};
                    done_booth <= 1;
                    busy       <= 0;
                end
            end
        end
    end
endmodule
module bitserial_multiplier #(parameter W=16) (
    input clk, input reset,
    input start_bit,
    input signed [W-1:0] A,
    input signed [W-1:0] B,
    output reg signed [2*W-1:0] P_bit,
    output reg done_bit
);
    reg [5:0] count;
    reg signed [2*W-1:0] sum;
    reg signed [W+W-1:0] a_ext, b_ext;
    reg busy; 
    always @(posedge clk or posedge reset) begin
        if (reset) begin
            count <= 0;
            P_bit <= 0;
            done_bit <= 0;
            sum <= 0;
            a_ext <= 0;
            b_ext <= 0;
            busy <= 0;
        end else begin
            done_bit <= 0;
            if (start_bit && !busy) begin
                a_ext <= {{(W){A[W-1]}}, A};
                b_ext <= {{(W){B[W-1]}}, B};
                sum <= 0;
                count <= 0;
                busy <= 1;
            end else if (busy) begin
                if (b_ext[0]) sum <= sum + (a_ext << count);
                b_ext <= b_ext >> 1;
                count <= count + 1;
                if (count == W) begin
                    P_bit <= sum;
                    done_bit <= 1;
                    busy <= 0;
                end
            end
        end
    end
endmodule
module product_mux #(parameter W=16) (
    input [1:0] sel,
    input signed [2*W-1:0] P_dsp,
    input signed [2*W-1:0] P_booth,
    input signed [2*W-1:0] P_bit,
    output signed [2*W-1:0] P_selected
);
    assign P_selected = (sel==2'b00) ? P_dsp :
                        (sel==2'b01) ? P_booth : P_bit;
endmodule
module top_control_fsm #(parameter N=2, W=16) (
    input clk,
    input reset,
    input start_all,
    output reg done_all,
    output reg [N*N:0] read_addr_A,
    output reg read_en_A,
    input signed [W-1:0] A_out,
    output reg [N*N:0] read_addr_B,
    output reg read_en_B,
    input signed [W-1:0] B_out,
    output reg [N*N:0] write_addr_C,
    output reg write_en_C,
    output reg signed [2*W-1:0] C_in,
    output reg detect_start,
    output reg detect_valid,
    output reg signed [W-1:0] detect_din,
    input detect_done,
    input [1:0] sparsity_level,
    input [1:0] precision_mode,
    output reg start_select,
    input [1:0] sel,
    output reg start_dsp,
    input done_dsp,
    input signed [2*W-1:0] P_dsp,
    output reg start_booth,
    input done_booth,
    input signed [2*W-1:0] P_booth,
    output reg start_bit,
    input done_bit,
    input signed [2*W-1:0] P_bit,
    output reg signed [W-1:0] mult_operand_A,
    output reg signed [W-1:0] mult_operand_B,
    output reg [31:0] cycle_count,
    output reg [31:0] mac_executed,
    output reg [31:0] mac_skipped,
    output reg [31:0] switch_count
);
    typedef enum logic [4:0] {
        IDLE = 0,
        DETECT_START = 1,
        WAIT_DETECT_START = 2,
        DETECT_STREAM = 3,
        SELECT = 4,
        WAIT_SELECT = 5,        
        LOAD_AB = 6,
        WAIT_DATA = 7,
        WAIT_OPERANDS = 8,
        CHECK_ZERO = 9,
        WAIT_MULT = 10,
        WAIT_MULT_STABLE = 11,
        WRITEBACK = 12,
        NEXT_ELEMENT = 13,
        DONE = 14
    } state_t;
    state_t state;
    reg [31:0] r, c, j, j_det;
    reg signed [2*W-1:0] acc;
    reg [1:0] sel_reg, prev_sel;
    wire signed [2*W-1:0] P_selected;
    product_mux #(.W(W)) mux_sel (
        .sel(sel_reg),
        .P_dsp(P_dsp),
        .P_booth(P_booth),
        .P_bit(P_bit),
        .P_selected(P_selected)
    );
    reg signed [W-1:0] operand_A_latched, operand_B_latched;
    reg start_mult;
    always @(*) begin
        mult_operand_A = operand_A_latched;
        mult_operand_B = operand_B_latched;
    end
    always @(*) begin
        start_dsp = 0;
        start_booth = 0;
        start_bit = 0;
        if (start_mult) begin
            case(sel_reg)
                2'b00: start_dsp = 1;
                2'b01: start_booth = 1;
                2'b10: start_bit = 1;
                default: ;
            endcase
        end
    end
    wire done_mult = (sel_reg == 2'b00) ? done_dsp :
                    (sel_reg == 2'b01) ? done_booth : done_bit;
always @(posedge clk or posedge reset) begin
        if (reset) begin
            state <= IDLE;
            done_all <= 0;
            cycle_count <= 0;
            mac_executed <= 0;
            mac_skipped <= 0;
            switch_count <= 0;
            r <= 0; c <= 0; j <= 0; j_det <= 0;
            acc <= 0;
            sel_reg <= 0;
            prev_sel <= 0;
            start_mult <= 0;
            write_en_C <= 0;
            write_addr_C <= 0;
            C_in <= 0;
            operand_A_latched <= 0;
            operand_B_latched <= 0;
            read_en_A <= 0;
            read_en_B <= 0;
            detect_start <= 0;
            detect_valid <= 0;
            detect_din <= 0;
            start_select <= 0;
        end else begin
            cycle_count <= cycle_count + 1;
            done_all <= 0;
            read_en_A <= 0; read_en_B <= 0;
            start_select <= 0;
            start_mult <= 0;
            write_en_C <= 0;
            write_addr_C <= 0;
            C_in <= 0;
            detect_din <= 0;
            case(state)
                IDLE: begin
                    acc <= 0;
                    if (start_all) begin
                        r <= 0; c <= 0; j <= 0; j_det <= 0;
                        mac_executed <= 0;
                        mac_skipped <= 0;
                        switch_count <= 0;
                        sel_reg <= 0;
                        prev_sel <= 0;
                        $display("[%t] FSM: IDLE -> DETECT_START", $time);
                        state <= DETECT_START;
                    end
                end
                DETECT_START: begin
                    detect_start <= 1;
                    detect_valid <= 0;
                    j_det <= 0;
                    read_addr_A <= r*N + 0;
                    read_en_A <= 1;
                    detect_din <= 0;
                    state <= WAIT_DETECT_START;
                    $display("[%t] FSM: DETECT_START row %0d", $time, r);
                end
                WAIT_DETECT_START: begin
                    detect_start <= 0;
                    detect_valid <= 1;
                    detect_din <= A_out;
                    state <= DETECT_STREAM;
                end
                DETECT_STREAM: begin
                    detect_valid <= 1;
                    detect_din <= A_out;
                    if (j_det < N-1) begin
                        j_det <= j_det + 1;
                        read_addr_A <= r*N + j_det + 1;
                        read_en_A <= 1;
                        $display("[%t] FSM: DETECT_STREAM reading A[%0d]", $time, r*N + j_det + 1);
                    end else begin
                        read_en_A <= 0;
                        read_addr_A <= 0;
                        if (detect_done) begin
                            detect_valid <= 0;
                            start_select <= 1;
                            state <= SELECT;
                        end else begin
                            $display("[%t] FSM: DETECT_STREAM waiting for detect_done", $time);
                        end
                    end
                end
                SELECT: begin
                    start_select <= 1;
                    $display("[%t] FSM: SELECT requesting multiplier selection sparsity=%b precision=%b", 
                             $time, sparsity_level, precision_mode);
                    state <= WAIT_SELECT;  
                end
                WAIT_SELECT: begin
                    start_select <= 0;
                    sel_reg <= sel;  
                    if ((sel != prev_sel) && (prev_sel != 2'b11)) begin
                        switch_count <= switch_count + 1;
                        $display("[%t] FSM: SELECT multiplier switched from %b to %b", 
                                 $time, prev_sel, sel);
                    end
                    prev_sel <= sel;
                    c <= 0;
                    j <= 0;
                    acc <= 0;
                    $display("[%t] FSM: SELECT multiplier selected %b", $time, sel);
                    state <= LOAD_AB;
                end
                LOAD_AB: begin
                    read_addr_A <= r*N + j;
                    read_addr_B <= j*N + c;
                    read_en_A <= 1;
                    read_en_B <= 1;
                    $display("[%t] FSM: LOAD_AB reading A[%0d], B[%0d]", $time, r*N + j, j*N + c);
                    state <= WAIT_DATA;
                end
                WAIT_DATA: begin
                    $display("[%t] FSM: WAIT_DATA waiting for memory data to stabilize", $time);
                    state <= WAIT_OPERANDS;
                end
                WAIT_OPERANDS: begin
                    operand_A_latched <= A_out;
                    operand_B_latched <= B_out;
                    $display("[%t] FSM: WAIT_OPERANDS latched operands A=%0d B=%0d", $time, A_out, B_out);
                    state <= CHECK_ZERO;
                end
                CHECK_ZERO: begin
                    $display("[%t] FSM: CHECK_ZERO A_out=%0d B_out=%0d", $time, operand_A_latched, operand_B_latched);
                    if ((operand_A_latched == 0) || (operand_B_latched == 0)) begin
                        mac_skipped <= mac_skipped + 1;
                        $display("[%t] FSM: CHECK_ZERO skipping MAC", $time);
                        if (j < N-1) begin
                            j <= j + 1;
                            state <= LOAD_AB;
                        end else begin
                            state <= WRITEBACK;
                        end
                    end else begin
                        mac_executed <= mac_executed + 1;
                        start_mult <= 1;
                        $display("[%t] FSM: CHECK_ZERO starting multiply sel=%b A=%0d B=%0d", $time, sel_reg, operand_A_latched, operand_B_latched);
                        state <= WAIT_MULT;
                    end
                end
                WAIT_MULT: begin
                    if (done_mult) begin
                        state <= WAIT_MULT_STABLE;
                        $display("[%t] FSM: WAIT_MULT done, waiting for stability", $time);
                    end else begin
                        $display("[%t] FSM: WAIT_MULT waiting multiplier done", $time);
                    end
                end
                WAIT_MULT_STABLE: begin
                    acc <= acc + P_selected;
                    $display("[%t] FSM: WAIT_MULT_STABLE updated acc = %0d (prev=%0d + result=%0d)", $time, acc + P_selected, acc, P_selected);
                    if (j < N-1) begin
                        j <= j + 1;
                        state <= LOAD_AB;
                    end else begin
                        state <= WRITEBACK;
                    end
                end
                WRITEBACK: begin
                    write_addr_C <= r*N + c;
                    write_en_C <= 1;
                    C_in <= acc;
                    $display("[%t] FSM: WRITEBACK writing %0d to C[%0d]", $time, acc, r*N + c);
                    state <= NEXT_ELEMENT;
                end
                NEXT_ELEMENT: begin
                    write_en_C <= 0;
                    acc <= 0;
                    if (c < N-1) begin
                        c <= c + 1;
                        j <= 0;
                        $display("[%t] FSM: NEXT_ELEMENT next column %0d", $time, c + 1);
                        state <= LOAD_AB;
                    end else if (r < N-1) begin
                        r <= r + 1;
                        c <= 0; j <= 0;
                        $display("[%t] FSM: NEXT_ELEMENT next row %0d", $time, r + 1);
                        state <= DETECT_START;
                    end else begin
                        $display("[%t] FSM: NEXT_ELEMENT multiply done", $time);
                        state <= DONE;
                    end
                end
                DONE: begin
                    done_all <= 1;
                    $display("[%t] FSM: DONE done", $time);
                end
                default: begin
                    $display("[%t] FSM: Default reset to IDLE", $time);
                    state <= IDLE;
                end
            endcase
        end
    end
endmodule  
### /design/flow/run.sh
#!/bin/bash
# OpenROAD 26Q1-2900-gdf79404cd8, Yosys 0.63+post, stock flow scripts
make -C /OpenROAD-flow-scripts/flow DESIGN_CONFIG=/design/flow/config.mk WORK_HOME=/design/flow/orfs finish
==> impl_metrics.csv <==
group,metric,value,unit
detailed_routing,wl_met3,821,µm
critical_path,worst-setup-path-type,"input pin to register",
grt,global_route.overflow_total,0,
floorplan,core,0.02439,mm²
flow_run,maxCapViolCount,0,
grt,grt_start_max_net_pins,56,
detailed_routing,detail-route-antenna-nets,0,
floorplan,row_cnt,57,
synthesis,yosys-top-cells-count,"sky130_fd_sc_hd__nand2_1 (151), sky130_fd_sc_hd__dfrtp_1 (120), sky130_fd_sc_hd__o21ai_0 (75)",
synthesis,yosys_cells,838,
placement,place.port_buffers,67,
sta,setup_violations,0,
sta,final_max_slew_viol_count,0,
sta,fmax,218.2,MHz
floorplan,chip_area,0.02561,mm²
clock_tree,cts.repair_timing.setup_buffer_count,0,
pwr,power_density,262.2,mW/mm²
flow_run,warnings,26,
critical_path,worst-endpoint-arrival,4890,ps
synthesis,post_synthesis_instance_area,0.007491,mm²
grt,grt_use_total,14.91,%
clock_tree,tritoncts,"built",
synthesis,synthesis.instances,838,
synthesis,synthDominantAreaCellType,"sky130_fd_sc_hd__dfrtp_1",
synthesis,top_cells_by_area,"sky130_fd_sc_hd__dfrtp_1 (40%), sky130_fd_sc_hd__nand2_1 (7.6%), sky130_fd_sc_hd__mux2_2 (5.6%)",
detailed_routing,route.detailed.wl_per_inst,14.62,µm
clock_tree,cts.path.max_buffers,2,
grt,antenna_violations_before_repair,0,
synthesis,synth-edff-count,0,
sta,layout_min_cycle_time,4582,ps
synthesis,synthFlopType,"sky130_fd_sc_hd__dfrtp_1",
detailed_routing,vias_per_cell,4.961,
detailed_routing,antenna_cells,0,
sta,post-route-worst-setup-slack,8718,ps
detailed_routing,dr.max_layer_used,"met4",
clock_tree,cts.reportedPaths.clkPinSlew,60,ps
floorplan,fp_util,30.71,%
detailed_routing,detailedRoute.firstIterationViolations,386,
critical_path,worst-endpoint-required,13610,ps
critical_path,timing.critical_path.fanout_max,31,
clock_tree,cts_buffer_count,17,
synthesis,yosys.stat.chipArea,0.007491,mm²
clock_tree,cts.hold.buffers_added,0,
critical_path,worst_setup_path_start_kind,"input pin",
sta,maxSlewHeadroom,50.06,%
pwr,p_leak,0.003984,µW
sta,fin_setup_tns,0,ps
detailed_routing,route.vias.total,6033,
clock_tree,clock_insertion_delay_worst_skew,420,ps
sta,count_of_endpoints_failing_hold_in_the_final_timing_report,0,
detailed_routing,drt-met1-wl,8955,µm
clock_tree,htree_num_levels,4,
placement,routability_congestion,0.9253,
finish,final_layout_size_suffix_gt1_share,11.43,%
sta,timing_worst_slew_pin_value,749.2,ps
detailed_routing,drt_pass1_iterations,7,
grt,grt_first_pass_wirelength,30410,µm
run_status,status,"completed",
floorplan,die-height,160.0,µm
detailed_routing,dr_wl_met2,7595,µm
finish,fillerInstances,2431,
clock_tree,cts.root.buffer_cell,"sky130_fd_sc_hd__clkbuf_16",
synthesis,synth-seq-cells,120,
synthesis,number_of_warnings_printed_during_yosys_synthesis,0,
floorplan,die_width,160.0,µm
synthesis,yosysSeqAreaShare,40.09,%
placement,place_hpwl,12900,µm
critical_path,worst_setup_path_end_kind,"register",
sta,timing.final.crit_share,34.45,%
floorplan,num_io_pins,68,
sta,setup_repair_after_global_routing_missed_its_margin,"no",
clock_tree,clock_sink_count,120,
synthesis,most_common_cell,"sky130_fd_sc_hd__nand2_1",
detailed_routing,remaining_drc_errors,0,
hold_path,hold_path.class,"register to register",
clock_tree,cts_resized,0,
pwr,p_total,2372,µW
synthesis,synth_cell_type_count,58,
grt,first_global_vias,5787,
sta,worst_clock_skew,6.406,ps
synthesis,synth.top_cell.area_share,40.09,%
placement,detailedPlace.worstSlack,8295,ps
detailed_routing,routed_wirelength,17780,µm
synthesis,asyncSetResetFlopFracSynth,100.0,%
finish,syn2layout_area_growth,20.74,%
pwr,largest_vdd_supply_drop,0.00009238,V
synthesis,post_synth.cell_area_avg,8.939,µm²
==> path summary, 6_finish.rpt <==
check                                      start               endpoint  slack (ps)  cells after the start
min in group asynchronous                  reset     done_bit$_DFF_PP0_        2520                      2
hold / removal             b_ext[17]$_DFFE_PP0P_  b_ext[16]$_DFFE_PP0P_         480                      2
setup reg to reg            count[1]$_DFFE_PP0P_    sum[28]$_DFFE_PP0P_        8790                     16
max in group asynchronous                  reset         busy$_DFF_PP0_        9820                      3
setup / recovery                       start_bit    sum[28]$_DFFE_PP0P_        8720                      7
hold reg to reg            b_ext[17]$_DFFE_PP0P_  b_ext[16]$_DFFE_PP0P_         480                      2
==> power breakdown <==
group          switching (µW)  internal (µW)  leakage (µW)
Clock                     186            283      0.000290
Combinational             697            550       0.00213
Sequential                147            510       0.00157
Total                    1030           1340       0.00398
==> cell type report <==
cell class	count	area [µm²]	area share, %
sequential	120	3004	33.21
clock buffer	17	425.4	4.703
clock inverter	15	176.4	1.950
inverter	17	66.31	0.7332
tap	324	405.4	4.482
timing repair buffer	77	745.7	8.245
multi-input combinational	646	4222	46.67
==> routing by layer <==
layer,track usage (%),vias to the layer above
met5,0,-
met4,2.857,0
met3,2.409,20
met2,21.66,138
met1,23.99,2798
li1,-,3077
==> placed cells by master, fill, tap and decap left out, types with 9 or more instances in the layout <==
cell type / synthesis / routed
sky130_fd_sc_hd__ha_1: 33 / 33
sky130_fd_sc_hd__a21oi_1: 65 / 65
sky130_fd_sc_hd__xnor2_1: 16 / 16
sky130_fd_sc_hd__inv_1: 15 / 14
sky130_fd_sc_hd__xor2_1: 12 / 12
sky130_fd_sc_hd__dfrtp_1: 120 / 119
sky130_fd_sc_hd__mux2_2: 37 / 37
sky130_fd_sc_hd__buf_4: 0 / 10
sky130_fd_sc_hd__nor2_1: 56 / 54
sky130_fd_sc_hd__nand2_1: 151 / 151
sky130_fd_sc_hd__clkdlybuf4s50_1: 0 / 67
sky130_fd_sc_hd__clkbuf_16: 0 / 17
sky130_fd_sc_hd__mux2i_1: 35 / 35
sky130_fd_sc_hd__a211oi_1: 14 / 14
sky130_fd_sc_hd__nand2b_1: 9 / 9
sky130_fd_sc_hd__o21ai_0: 75 / 75
sky130_fd_sc_hd__nand3_1: 12 / 12
==> sequential cells by signal (all words and copies together) (netlist names) <==
signal and flops:
done_bit 1, sum 32, b_ext 32, a_ext 16, busy 1, count 6, P_bit 32
==> worst max-delay path: stages <==
cell	delay, ps
sky130_fd_sc_hd__clkdlybuf4s50_1	450
sky130_fd_sc_hd__buf_4	290
sky130_fd_sc_hd__clkinv_1	480
sky130_fd_sc_hd__nor2_1	300
sky130_fd_sc_hd__nor2_2	60
sky130_fd_sc_hd__buf_4	250
sky130_fd_sc_hd__a221o_1	380
==> per-stage QoR <==
step           hold slack, ps  cells  util (%)  cell area (µm²)
2_1_floorplan           442.5    838         -             7491
3_3_place_gp            463.0   1184     34.62             8443
3_5_place_dp            467.7   1184     34.62             8443
4_1_cts                 480.2   1216     37.08             9045
5_1_grt                 512.4   1216     37.08             9045
6_report                476.3   1216     37.08             9045
==> cell families after synthesis <==
| group | Yosys count | share of synthesized area, % |
|---|---|---|
| xor gates and xnor gates | 28 | 3.274 |
| and+or+nand+nor | 273 | 16.03 |
| adders and majority gates | 34 | 5.779 |
| buffers and inverters | 72 | 3.691 |
| muxes | 78 | 12.04 |
| AOI/OAI and AO/OA | 233 | 19.09 |
| DFF | 120 | 40.09 |
Power and IR drop assume default switching activity.
